===== flow/config.mk =====
export PLATFORM = sky130hd
export DESIGN_NAME = ccounterr
export DESIGN_NICKNAME = ccounterr
export VERILOG_FILES = /design/flow/design.v
export SDC_FILE = /design/flow/constraint.sdc
export NUM_CORES = 4
export LEC_CHECK = 1
export CORE_AREA = 10 10 70 70
export DIE_AREA = 0 0 80 80

===== flow/constraint.sdc =====
current_design ccounterr

set clk_period 2.4
set clk_io_pct 0.2

create_clock -name clk0 -period $clk_period [get_ports {clk}]

set non_clock_inputs [all_inputs -no_clocks]
set_input_delay [expr $clk_period * $clk_io_pct] -clock clk0 $non_clock_inputs
set_output_delay [expr $clk_period * $clk_io_pct] -clock clk0 [all_outputs]

===== flow/design.v =====
`timescale 1ns / 1ps
module ccounterr #(
    parameter   MAX_VALUE = 8'd13,
    parameter   MIN_VALUE = 8'd10
)(
    input                   clk,
    input                   rst,
    input                   enable,
    output                  out
);
reg [7:0] counter;
always @(posedge clk) begin
    if (rst)
        counter <= 0;
    else 
        begin
        if (enable) begin
            if (counter == 0)
                counter <= MIN_VALUE;
            else if (counter >= MAX_VALUE)
                counter <= MIN_VALUE;
            else
                counter <= counter + 8'b1; 
        end
        else
            counter <= 0;
    end
end
assign out = (counter == MAX_VALUE);
endmodule
module q4_tb();
reg clk, rst, en;
wire out_PB;
initial begin
    clk = 0; rst = 1; en = 0;
    #10;
    rst = 0;
    #10;
    en = 1;
    #20;
    en = 0;
    #20;
    en = 1;
    #20;
    rst = 1;
    #20;
    rst = 0;
    #200;
    en = 0;
end
always #5 clk = ~clk;
ccounterr #(
    .MIN_VALUE(8'd10), 
    .MAX_VALUE(8'd13)
) ccounterr (
    .clk(clk),
    .rst(rst),
    .enable(en),
    .out(out_PB)
);
endmodule

===== flow/run.sh =====
#!/bin/bash
# OpenROAD 26Q1-2900-gdf79404cd8, Yosys 0.63+post, stock flow scripts
make -C /OpenROAD-flow-scripts/flow DESIGN_CONFIG=/design/flow/config.mk WORK_HOME=/design/flow/orfs finish

==> run_results.csv <==
group,metric,value,unit
timing,fin_crit,2.07,ns
critical_path,start_kind,"flip-flop",
cts,h-tree-depth,1,
layout,area_delta_synth_final,30.9,%
detailed_routing,wl,588,um
power_and_ir_drop,cellPowerDensity,527,nW/um^2
layout,top_regs,"counter x8",
critical_path,slowest_stage,"clkdlybuf4s50_1",
global_route,grt_max_degree,7,
cts,clock_path_buffers,2,
global_route,antenna_found_initial,0,
critical_path,ff2ff_path_depth,5,
global_route,met3_usage,2.05,%
timing,final.setup_skew,0.000243,ns
global_route,grt_first_pass_wirelength,1040,um
job,warning_count,28,
global_route,grt_overflow,0,
synthesis,ys_ff,8,
die,fp_util,11.1,%
timing,drv_slew,0,
detailed_routing,drc,0,
global_route,grt-busiest-layer,"met1",
detailed_routing,viasPerCell,2.89,
place,dp_hpwl,472,um
critical_path,rr_startpoint,"counter[0]",
layout,final_area,498,um^2
cts,cts_tree,"built",
timing,hold_viol,0,
power_and_ir_drop,p_leak,0.000170,uW
global_route,grt_use_met2,2.25,%
critical_path,r2r_end,"counter[4]",
critical_path,cp-end-kind,"output port",
die,die_y,80,um
detailed_routing,vias,254,
cts,hold_buffers,0,
synthesis,yosysUniqueCellTypes,17,
cts,clk_latency,0.25,ns
critical_path,cp_slowest_stage_delay,0.45,ns
critical_path,arrival,1.59,ns
timing,setup_violations,0,
power_and_ir_drop,finalPower,263,uW
layout,largest_reg_flops,8,
critical_path,crit_end,"out",
layout,layout-drive-gt1-share,23.8,%
cts,cts_buffers,3,
timing,rsz0062_at_grt,"false",
critical_path,r2r_slack,1.01,ns
synthesis,netlist_area,380,um^2
critical_path,critPathMaxFanout,3,
synthesis,ys_seq_share,42.1,%
detailed_routing,drt_iter0_markers,17,
critical_path,critical_path.cell_chain,"nor4_4, and4_2, clkdlybuf4s50_1",
layout,largest_register,"counter",
detailed_routing,firstDrtPassIters,3,
die,die_area,6400,um^2
die,core_area,3420,um^2
die,ios,4,
power_and_ir_drop,vdd_ir_drop_max,0.0000937,V
place,io_buffers,3,
global_route,grt_use_met1,3.03,%
timing,fmax,483,MHz
cts,cts.sinks,8,
timing,timing.final.crit_share,86.2,%
outcome,status,"finished clean",
detailed_routing,antennaDiodeCount,0,
min_path,hold_path_class,"flip-flop to flip-flop",
cts,cts_root_buffer,"clkbuf_4",
job,cap_violations,0,
synthesis,yosysChipArea,380,um^2
global_route,grt_pass1_vias,237,
timing,whs,0.541,ns
place,gp_congestion,0.712,
critical_path,worstSetupPathType,"flip-flop to output port",
detailed_routing,avgRoutedWirePerCell,6.68,um
place,dpl_cell_area,475,um^2
die,row_count,21,
synthesis,synthCells,34,
synthesis,ys.warnings.count,1,
global_route,track_usage,2.14,%
layout,fin_util,14.6,%
timing,fin_tns_setup,0,ns
cts,cts_resized,0,
critical_path,crit_start,"counter[6]",
critical_path,critPathRequiredTime,1.92,ns
cts,cts.clk_slew.worst_paths,0.05,ns
die,die_x,80,um
synthesis,yosysCellCount,34,
cts,cts_setup_buffers,0,
synthesis,avgSynthCellArea,11.2,um^2
detailed_routing,postRouteAntennaNets,0,
worst min path at each step:
stage / startpoint / to / cells after the start
5_1_grt: counter[0] / counter[0] / 1
4_1_cts: counter[0] / counter[0] / 1
6_report: counter[0] / counter[0] / 1
cell families after synthesis:
group	Yosys count	share of synthesized area (%)
buffers and inverters	3	2.96
adder cells (fa/ha/maj)	4	13.2
AND/OR/NAND/NOR	11	22.7
AND-OR/OR-AND	4	11.2
other	1	0.986
XOR/XNOR	3	6.91
flip-flops	8	42.1
Yosys cell counts, drive strengths merged:
cell | instances | area [um^2]
o211ai | 1 | 7.51
a21oi | 2 | 17.5
nand2 | 1 | 3.75
or3b | 1 | 11.3
ha | 4 | 50.1
inv | 3 | 11.3
xnor2 | 1 | 8.76
o211a | 1 | 17.5
nor3 | 3 | 15.0
xor2 | 2 | 17.5
conb | 1 | 3.75
nor4 | 1 | 21.3
nand2b | 1 | 6.26
dfxtp | 8 | 160
and2b | 1 | 8.76
and4 | 1 | 10.0
nand3 | 2 | 10.0
where the power goes:
part | total [uW] | switching [uW] | leakage [uW] | internal (uW)
combinational | 19.6 | 8.68 | 0.0000901 | 10.9
clock | 100 | 43.4 | 0.0000138 | 57.1
sequential | 143 | 4.58 | 0.0000661 | 138
total | 263 | 56.6 | 0.000170 | 206
metal layers:
| metal | routed length [um] | up-vias |
|---|---|---|
| met3 | 72 | 0 |
| met2 | 178 | 6 |
| met1 | 337 | 118 |
| li1 | - | 130 |
| met5 | 0 | - |
| met4 | 0 | 0 |
layout by cell type (no fill, tap or decap), types with 2 or more instances in the layout:
cell type        netlist  routed
a21oi_2                2       2
clkbuf_4               0       3
clkdlybuf4s50_1        0       3
conb_1                 1       3
dfxtp_1                8       8
ha_1                   4       4
inv_1                  3       3
nand3_1                2       2
nor3_1                 3       3
xor2_1                 2       2
through the flow:
step / cells / setup WS (ns)
after floorplan: 36 / 1.10
after global placement: 85 / 0.597
after detailed placement: 85 / 0.581
after CTS: 88 / 0.302
after global routing: 88 / 0.257
final: 88 / 0.331
area by class of cell:
class,count,area [um^2]
fill,396,2920
multi-input combinational,25,216
sequential,8,160
tap,46,57.6
timing repair buffer,3,30.0
clock buffer,3,22.5
inverter,3,11.3
worst max-delay path: cells and delay by family, from the launching register on:
kind,cells,cell delay (ns)
buffers and inverters,1,0.45
flip-flops,1,0.32
AND/OR/NAND/NOR,2,0.57
Power figures rest on the tool's default switching activity, not on a simulated workload.
