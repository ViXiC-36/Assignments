===== config.mk =====
export PLATFORM = sky130hd
export DESIGN_NAME = MAX3_
export DESIGN_NICKNAME = MAX3_
export VERILOG_FILES = /design/flow/design.v
export SDC_FILE = /design/flow/constraint.sdc
export NUM_CORES = 4
export LEC_CHECK = 1
export CORE_AREA = 10 10 75 75
export DIE_AREA = 0 0 85 85

===== design.v =====
module MAX2 (
    input  [7:0]         num1, num2,
    output [7:0]         max
);
    assign max = (num1 > num2) ? num1 : num2;
endmodule
module MAX3_ (
    input   [7:0]        num1, num2, num3,
    output  [7:0]        max
);
    wire [7:0] temp;
    MAX2 m1(
        .num1   (num1),
        .num2   (num2),
        .max    (temp)
    );
    MAX2 m2(
        .num1   (num3),
        .num2   (temp),
        .max    (max)
    );
endmodule

===== constraint.sdc =====
current_design MAX3_

set clk_period 11.3
set clk_io_pct 0.2

create_clock -name clk0 -period $clk_period

set non_clock_inputs [all_inputs -no_clocks]
set_input_delay [expr $clk_period * $clk_io_pct] -clock clk0 $non_clock_inputs
set_output_delay [expr $clk_period * $clk_io_pct] -clock clk0 [all_outputs]

===== run.sh =====
#!/bin/bash
# OpenROAD 26Q1-2900-gdf79404cd8, Yosys 0.63+post, stock flow scripts
make -C /OpenROAD-flow-scripts/flow DESIGN_CONFIG=/design/flow/config.mk WORK_HOME=/design/flow/orfs finish

==> impl_metrics.ini <==
; physical design summary
[drt]
ant_nets = 0
wl_per_cell_um = 13.0
antennaDiodeCount = 0
drt_pass1_iterations = 3
wl_mm = 2.23
first_iter_violations = 55
vias = 724
drc = 0
viasPerCell = 4.21

[placement]
dp_cells = 172
preCtsSetupSlack_ns = 2.97
io_buffers = 32
place.gp.congestion = 0.833
dp_hpwl_mm = 2.05

[sta]
rsz0062_at_grt = no
timing.setup.tns_ns = 0
fin_crit_sh_pct = 73.7
hold_ws_ns = 5.53
fin_ws_ns = 2.97
fmax_mhz = 120
slew_violations = 0
hold_violations = 0
worstMarginPinSlew_ns = 0.571
fin_crit_ns = 8.33
setup_viol = 0
timing.slew.headroom_pct = 62.0

[die]
rows = 23
dieArea_um2 = 7230
fp.dieH_um = 85
coreArea_um2 = 4060
fp-utilization_pct = 17.4
fp.dieW_um = 85
ioPinCount = 32

[worst_hold_path]
hold_path.startpoint = num2[7]
hold_end = max[7]
hold_path_depth = 4
hp-class = input port to output port

[synthesis]
synthCells = 93
ys_seq_share_pct = 0
top_area_cell = ha_1
yosys_warnings = 0
yosysTopAreaCellShare_pct = 28.4
topCellsByArea = ha_1 28%, a21bo_2 8.5%, and2_1 7.1%
yosys_area_um2 = 706
avgSynthCellArea_um2 = 7.59
synth_area_um2 = 706
synth.distinct_cells = 29
yosys-stat-cells = 93

[finish]
nClkBuffers = 0
lay_top_cells = 32 x clkdlybuf4s50_1, 16 x ha_1, 9 x inv_1
syn_to_final_growth_pct = 50.7
drive_gt1_share_pct = 11.5
flop-count = 0
regArea_um2 = 0
fin_cells = 172
lay_top_count = clkdlybuf4s50_1

[global_routing]
gr-total-overflow = 0
grt_start_max_net_pins = 17
antenna_found_initial = 0
grt_usage_pct = 5.95
grt_pass1_vias = 746
grt_pass1_wl_mm = 3.65

[run]
warning_count = 32
cap_violations = 0

[setup_path]
cp-end-kind = output port
crit_type = input port to output port
cp_max_fo = 16
arrival_ns = 6.07
critPathLaunchType = input port
cp.required_ns = 9.04

[pwr]
peakVddDrop_uv = 14.4
leakage_nw = 0.444
power_density_nw_per_um2 = 68.6

[status]
status = finished clean

[clocking]
post_cts_buffers = 0
cts_resized = 0
hold_buffers = 0
[Yosys cell counts]
cell type / count
a21oi_1: 4
a21o_1: 1
nand2_1: 2
buf_6: 2
o31ai_4: 1
nor4bb_1: 1
inv_1: 9
o21ai_0: 2
nand4_2: 1
and2_1: 8
nor2_2: 1
a211oi_2: 1
and4_1: 1
a31oi_1: 7
a31oi_2: 1
nor2_1: 1
nor2b_1: 2
o211ai_1: 1
o21ai_2: 1
nor3_1: 8
a21bo_1: 1
nand3_1: 8
a211o_2: 1
buf_2: 2
ha_1: 16
or2_1: 1
nand4_1: 2
o21ai_1: 1
a21bo_2: 6
[worst max-delay path, stage by stage]
cell             delay, ns
clkdlybuf4s50_1       0.48
inv_1                 0.05
ha_1                  0.31
nand4_2               0.14
o21ai_2               0.50
nand3_1               0.22
and2_1                0.19
ha_1                  0.28
and2_1                0.15
o21ai_0               0.08
nor4bb_1              0.14
buf_4                 0.16
or2_1                 0.33
a31oi_1               0.26
clkdlybuf4s50_1       0.51
[cells by family (layout without fill, tap and decap cells)]
logic type	Yosys count	after routing	share of synthesized area [%]
simple gates	36	36	29.8
compound gates	28	28	32.4
fa+ha+maj	16	16	28.4
buf+inv	13	42	9.40
[per-layer routing]
| metal | GRT usage, % | vias to the layer above | wire length (µm) |
|---|---|---|---|
| met2 | 10.8 | 11 | 1130 |
| li1 | - | 407 | - |
| met3 | 0.771 | 0 | 76 |
| met4 | 0 | 0 | 0 |
| met5 | 0 | - | 0 |
| met1 | 7.71 | 306 | 1030 |
[per-stage QoR]
| stage | power [mW] | cell area (µm²) | util (%) |
|---|---|---|---|
| detailed placement | 0.0741 | 1060 | 26.2 |
| global route | 0.0823 | 1060 | 26.2 |
| CTS | 0.0744 | 1060 | 26.2 |
| floorplan | 0.0398 | 706 | - |
| finish | 0.0730 | 1060 | 26.2 |
| global placement | 0.0740 | 1060 | 26.2 |
[power breakdown]
group / switching (mW) / internal, mW
clock: 0 / 0
sequential: 0 / 0
combinational: 0.0307 / 0.0423
total: 0.0307 / 0.0423
[worst max-delay path by stage]
stage | startpoint | end | slack [ns] | cells past startpoint
final | num2[7] | max[2] | 2.97 | 15
after global routing | num2[7] | max[2] | 2.63 | 15
after CTS | num2[1] | max[2] | 2.96 | 15
[final cells by class]
class,instances,area (µm²)
repair buffers,33,328
well taps,50,62.6
fillers,433,2990
multi-input cells,80,639
inverters,9,33.8
Power and IR drop assume default switching activity.
